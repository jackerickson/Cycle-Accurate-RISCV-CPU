**config.mk**
```make
export PLATFORM = sky130hd
export DESIGN_NAME = decode
export DESIGN_NICKNAME = decode
export VERILOG_FILES = /design/flow/design.v
export SDC_FILE = /design/flow/constraint.sdc
export NUM_CORES = 4
export LEC_CHECK = 1
export CORE_UTILIZATION = 30
```
**constraint.sdc**
```tcl
current_design decode

set clk_period 1.0
set clk_io_pct 0.2

create_clock -name clk0 -period $clk_period [get_ports {clk}]

set non_clock_inputs [all_inputs -no_clocks]
set_input_delay [expr $clk_period * $clk_io_pct] -clock clk0 $non_clock_inputs
set_output_delay [expr $clk_period * $clk_io_pct] -clock clk0 [all_outputs]
```
**design.v**
```verilog
module decode(
    input clk,
    input [31:0] inst_f,
    input [31:0] PC_f,
    input stall,
    input kill_dx,
    output [31:0] PC_d,
    output [31:0] inst_d,
    output [4:0]addr_rs1,
    output [4:0]addr_rs2
);
    assign addr_rs1 = inst_d[19:15];
    assign addr_rs2 = inst_d[24:20];
    reg [31:0] PC_d;
    reg [31:0] inst_d;
    wire [31:0] inst_d_out; 
    wire opcode;
    wire kill_d;
    assign inst_d_out = stall?32'h13:inst_d;
    assign opcode = PC_d[6:0];
    assign kill_d = (opcode == 7'b110_1111);
    always@(posedge clk) begin
        if(!stall) begin
            if(kill_dx) begin
                PC_d <= 32'b0;
                inst_d <= 32'h13;
            end
            else begin
                PC_d <= PC_f;
                inst_d <= inst_f;
            end
        end
        else begin 
            inst_d <= inst_d;
            PC_d <= PC_d;
        end
    end
endmodule
```
**run.sh**
```bash
#!/bin/bash
# OpenROAD 26Q1-2900-gdf79404cd8, Yosys 0.63+post, stock flow scripts
make -C /OpenROAD-flow-scripts/flow DESIGN_CONFIG=/design/flow/config.mk WORK_HOME=/design/flow/orfs finish
```
==> Implementation_results.wiki <==
== Run summary ==
{| class="wikitable"
! Metric !! Value
|-
| Result of the run || finished, violations left
|-
| Violations in the final reports || negative setup slack
|-
| Post-route design area || 3784 µm²
|-
| Async SR Flop Fraction || 0
|-
| First-pass GRT wire length || 7.217 mm
|-
| Clock transition at the registers of the reported paths || 60 ps
|-
| Starting Density || 0.3139
|-
| Hold Crit Endpoint || PC_d[0]
|-
| Dominant synthesized flop cell || sky130_fd_sc_hd__edfxtp_1
|-
| Smallest setup slack after layout || -29.68 ps
|-
| # clock sinks || 64
|-
| FILL cells || 728
|-
| Synth top area cells || sky130_fd_sc_hd__edfxtp_1, sky130_fd_sc_hd__nor2b_1, sky130_fd_sc_hd__buf_4, sky130_fd_sc_hd__buf_2, sky130_fd_sc_hd__or2_1
|-
| Power Dens Cells || 1466 nW/µm²
|-
| Worst relative slew slack || 0.8343
|-
| Port-buffer cells || 140
|-
| Mean Syn Cell Area || 16.67 µm²
|-
| Post-CTS Setup Repair Bufs || 0
|-
| Post-detailed-route via-to-cell ratio || 3.967
|-
| Die extent in x || 92.39 µm
|-
| Placed standard-cell area || 3938 µm²
|-
| Largest net degree at the start of global routing || 38
|-
| Setup violators final || 28
|-
| WP data required || 800 ps
|-
| Time the final worst path needs with I/O delays and setup || 1030 ps
|-
| Max-capacitance violation count || 0
|-
| Overflow left after global routing || 0
|-
| Post-synthesis register bit count || 64
|-
| Period Utilization, post-route || 1.030
|-
| Post-synth area from yosys stat || 2451 µm²
|-
| Worst hold path class || in -> reg
|-
| CTS tree || built
|-
| Ys cells || 147
|-
| Final total negative setup slack || -343.2 ps
|-
| Detailed-route wire length per cell || 12.46 µm
|-
| Slowest cell on crit path || sky130_fd_sc_hd__edfxtp_1
|-
| Leak pwr || 1.469 nW
|-
| Placement row count || 32
|-
| Die extent in y || 92.39 µm
|-
| Routability-driven placement congestion ratio || 0.7439
|-
| CTS max path bufs || 2
|-
| CTS root buf || sky130_fd_sc_hd__clkbuf_8
|-
| Vias in the first global route || 1512
|-
| Critical path startpoint category || flop
|-
| Cell accounting for the most synthesized area || sky130_fd_sc_hd__edfxtp_1
|-
| Count of mapped cells out of synthesis || 147
|-
| GR Util All Layers || 0.1167
|-
| Final hold violation count || 0
|-
| Number of pins with negative max-slew slack in the final report || 0
|-
| Synthesized area || 2451 µm²
|-
| Diodes inserted || 0
|-
| Area occupied by registers || 1922 µm²
|-
| Core Area || 7807 µm²
|-
| Top cells by count || sky130_fd_sc_hd__edfxtp_1, sky130_fd_sc_hd__nor2b_1, sky130_fd_sc_hd__buf_4, sky130_fd_sc_hd__buf_2, sky130_fd_sc_hd__or2_1
|-
| Cell with the most instances after synthesis || sky130_fd_sc_hd__edfxtp_1
|-
| Number of antenna violations at the first check in global routing || 0
|-
| Register share after synthesis || 0.7841
|-
| I/O pin total || 141
|-
| Post-synth EDFFs || 64
|-
| DRC marker count from the first detailed-route iteration || 35
|-
| Proportion of layout cells with a drive suffix above 1 || 0.3230
|-
| Number of warnings the tools reported || 28
|-
| Detail Route Antenna Nets || 0
|-
| Setup repair after global routing missed its margin || yes
|-
| Top cell type's share of synthesized area || 0.7841
|-
| Combinational cell area excluding buffers and inverters || 401.6 µm²
|-
| Drt drc || 0
|-
| Overall routed net length || 4.897 mm
|-
| Maximum clock rate || 0.9712 GHz
|-
| Startpoint-to-endpoint class of the critical path || reg -> out
|-
| Cells traversed along the worst timing path || buf_2
|-
| Worst vdd rail ir drop || 0.0007393 V
|-
| Post-layout power || 5.548 mW
|-
| Worst path buffer plus inverter count || 1
|-
| Vias || 1559
|-
| TritonCTS Buffers || 9
|-
| Number of stages on the worst hold path || 2
|-
| Chip Footprint || 8536 µm²
|-
| CP endpoint kind || output port
|-
| Pre-antenna DRT Iters || 2
|-
| Post-detailed-placement half-perimeter wirelength || 3.477 mm
|-
| Number of levels the H-tree was split into || 3
|-
| Largest stage delay, worst path || 390 ps
|-
| Warnings from Yosys || 1
|-
| Final std cells w/o fill || 393
|-
| Unique cell types || 8
|-
| Largest fanout on the critical path || 2
|-
| Hold path start || kill_dx
|-
| Placed cells || 377
|-
| Pin slew with the least headroom to its limit || 248.1 ps
|-
| Kind of cell adding the most delay to the critical path || flip-flops
|-
| Arrival time reported for the critical path endpoint || 830 ps
|-
| Layout area overhead || 54.36%
|}
placed cells by master (no fill, tap or decap):
cell                              synthesis  final
sky130_fd_sc_hd__clkbuf_8                 0      9
sky130_fd_sc_hd__or2_1                    3      3
sky130_fd_sc_hd__and2b_1                  1      1
sky130_fd_sc_hd__buf_2                    6     75
sky130_fd_sc_hd__buf_4                   11      3
sky130_fd_sc_hd__clkinv_1                 0      4
sky130_fd_sc_hd__nor2b_1                 60     60
sky130_fd_sc_hd__clkbuf_16                0      3
sky130_fd_sc_hd__dlymetal6s2s_1           0      1
sky130_fd_sc_hd__clkinvlp_4               0      1
sky130_fd_sc_hd__clkdlybuf4s50_1          0     64
sky130_fd_sc_hd__buf_12                   0      3
sky130_fd_sc_hd__edfxtp_1                64     64
power breakdown:
part | internal, mW | switching [mW]
logic | 0.481 | 0.186
registers | 3.19 | 0.0472
clock network | 0.822 | 0.826
total | 4.49 | 1.06
sequential cells by signal, summed over array words and instances, names as in the netlist:
register	flops
PC_d	32
inst_d	32
stage by stage:
stage	hold slack (ps)	util	setup slack (ps)
after global routing	300.3	0.4846	-112.5
after global placement	608.1	0.5043	-320.8
after CTS	275.5	0.4747	-65.35
after floorplan	372.9	-	-473.4
after detailed placement	624.8	0.5043	-327.5
final	282.1	0.4846	-29.68
cells by family (layout without fill, tap and decap cells):
group / count (synthesis) / after routing / synth area share
flops: 64 / 64 / 0.7841
simple gates: 64 / 64 / 0.1639
buf+inv: 19 / 163 / 0.05207
how the worst max path moves through the flow:
stage,startpoint,endpoint,slack (ps),cells past startpoint
after CTS,inst_d[17],addr_rs1[2],-70,1
final,inst_d[17],addr_rs1[2],-30,1
after global routing,inst_d[17],addr_rs1[2],-110,1
metal layers:
metal / global-route usage / share of wire
met1: 0.1627 / 0.38
met2: 0.1728 / 0.48
met3: 0.06349 / 0.13
met4: 0.01953 / 0.010
met5: 0 / 0
layout make-up:
cell class | instances | area share
Clock buffer | 9 | 0.03274
Clock inverter | 4 | 0.003968
Inverter | 1 | 0.001984
Multi-Input combinational cell | 64 | 0.1062
Sequential cell | 64 | 0.5079
Tap cell | 102 | 0.03373
Timing Repair Buffer | 149 | 0.3135
timing repair:
item | 4_1_cts | 5_1_grt
resized | 223 | 1
hold buffers | 0 | 0
gates cloned | 0 | 3
endpoints found under the setup margin | 74 | 109
pin swaps | 0 | 0
Power and IR drop assume default switching activity.
